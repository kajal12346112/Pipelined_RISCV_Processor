File: flow/config.mk
export PLATFORM = sky130hd
export DESIGN_NAME = branch_detection
export DESIGN_NICKNAME = branch_detection
export VERILOG_FILES = /design/flow/design.v
export SDC_FILE = /design/flow/constraint.sdc
export NUM_CORES = 4
export LEC_CHECK = 1
export CORE_UTILIZATION = 30
File: flow/constraint.sdc
current_design branch_detection

set clk_period 1.3
set clk_io_pct 0.2

create_clock -name clk0 -period $clk_period [get_ports {clk}]

set non_clock_inputs [all_inputs -no_clocks]
set_input_delay [expr $clk_period * $clk_io_pct] -clock clk0 $non_clock_inputs
set_output_delay [expr $clk_period * $clk_io_pct] -clock clk0 [all_outputs]
File: flow/design.v
`timescale 1ns / 1ps
module D_ff #(parameter N=32)(D,clk,rst,Q);
input [ N:0] D;  
input clk;  
input rst;  
output reg  [N:0]Q;  
always @(posedge clk or negedge rst) 
begin
 if(rst==1'b0)
  Q <=0; 
 else 
  Q <= D; 
end 
endmodule 
module branch_detection(
    input clk,rst,PCsrcE,
    input [31:0]PCtargetE,
    output [31:0] stalled_PC,
    output stalled_PCsrcE,sel,
    output Flush
);
wire [32:0]delay_line1,delay_line2;
D_ff flop1({PCsrcE,PCtargetE},clk,rst,delay_line1);
D_ff flop2(delay_line1,clk,rst,delay_line2);
assign Flush=~(PCsrcE|delay_line1[32]|delay_line2[32]);
assign stalled_PC=delay_line2[31:0];
assign stalled_PCsrcE=delay_line2[32];
assign sel=(PCsrcE|delay_line1[32]|delay_line2[32]);
endmodule
File: flow/run.sh
#!/bin/bash
# OpenROAD 26Q1-2900-gdf79404cd8, Yosys 0.63+post, stock flow scripts
make -C /OpenROAD-flow-scripts/flow DESIGN_CONFIG=/design/flow/config.mk WORK_HOME=/design/flow/orfs finish
==> qor.txt <==
Status - complete, but fails checks
Failing checks - hold timing, setup timing
Root Driver - clkbuf_8
Core region area - 5238 um2
Post-synth top area cell - dfrtp_1
TritonCTS buffer count - 9
Die area - 5845 um2
Layout Cells excl Fill - 227
Clock Skews - 0.006501 ns
Worst hold-check path type - input pin to asynchronous set/reset pin
Dpl cells - 208
Post-place setup slack - -0.3741 ns
Critical Path End Type - primary output
Area delta synth->final - 59.89%
Io pins - 70
Post-route ant nets - 0
Fill count - 443
Post-synth EDFFs - 0
H-tree level count - 3
Fin Hold WS - -0.06858 ns
MaxCap Viol Count - 0
Slew Viols, Final - 0
Critical Path AT - 1.15 ns
Rows - 26
Gr ovfl total - 0
Post-Syn Area - 1663 um2
Critical path type - register to primary output
TritonRoute pass-1 iters - 2
CTS sink count - 66
Fmax - 0.7101 GHz
Largest net degree at the start of global routing - 67
Most frequent cell after synthesis - dfrtp_1
R2R Setup Slk - 0.57 ns
Area share, top type - 0.9932
Tcrit/Tclk final - 1.083
Hold Violations, Final - 66
RR Startpoint - flop1.Q[32]
Avg Inst Size Synth - 24.45 um2
CTS tree - built
Slew @ Worst Pin - 0.3176 ns
Yosys cell count - 68
Post-DP HPWL - 1578 um
Crit Path Max Fanout - 2
Post-route DRC - 0
Logic area - 16.27 um2
Clock Latency Late Sink - 0.33 ns
Power density cells - 1600 nW/um2
Synth Warn # - 1
Yosys chip area - 1663 um2
Antenna violations before repair - 0
Synth Instances - 68
Die y size - 76.45 um
Fin area - 2659 um2
Iter 0 DRT Violations - 18
Vias/cell - 3.740
RSZ-0062 raised after global routing - true
Final critical-path required period - 1.408 ns
Synthesized registers - 66
Synth cell count leaders - dfrtp_1 (66), nor3_1 (1), or3_1 (1)
Rel. slew slack - 0.7883
I/O Buffers - 69
Initial core utilization - 0.3175
Wire per inst - 10.69 um
R2R cell count - 2
Final worst slack - -0.1082 ns
CP Launch Type - register
Synth cell types - 3
Post-synth seq share - 0.9932
Clock Path Buffers - 2
Peak supply drop - 1035 uV
Drt total wl - 2427 um
Ant. Diodes - 0
Global Route Usage Sum - 0.09952
FF-to-FF End - flop2.Q[32]
Layout cell share with drive strength beyond 1 - 0.1529
Placed inst area - 2456 um2
OpenROAD warning count - 29
Via count - 849
Top area cell types - dfrtp_1 (99%), or3_1 (0.38%), nor3_1 (0.30%)
Critical path data required time - 1.04 ns
Global-route wire length before repair - 4195 um
Die width - 76.45 um
Clk slew on worst S/H paths - 0.07 ns
P_leak - 1.224 nW
# setup viols final - 2
Flop area - 1652 um2
Placer Congestion - 0.6939
Final core utilization - 0.5076
Vias in the first global route - 915
Share of flip-flops with an asynchronous set or reset - 1.000
Main flop type - dfrtp_1
## layer usage
| layer | routed length [um] | track usage | up-vias |
|---|---|---|---|
| li1 | - | - | 377 |
| met1 | 847 | 0.1222 | 408 |
| met2 | 1069 | 0.1315 | 56 |
| met3 | 465 | 0.09246 | 8 |
| met4 | 44 | 0.01923 | 0 |
| met5 | 0 | 0 | - |
## metrics by stage
step	setup TNS [ns]	power [W]
global placement	-0.6213	0.002460
finish	-0.1468	0.004254
global route	-0.2743	0.004473
CTS	-0.2070	0.004334
floorplan	0	0.002204
detailed placement	-0.6496	0.002464
## cells in the final DEF (no fill, tap or decap), drive strengths merged
cell type / synthesis / final
dlygate4sd2: 0 / 34
buf: 0 / 7
or3: 1 / 1
clkbuf: 0 / 10
clkinvlp: 0 / 1
nor3: 1 / 1
dfrtp: 66 / 66
clkinv: 0 / 3
bufinv: 0 / 2
clkdlybuf4s50: 0 / 32
## worst max path at each step
stage                        from  end  slack [ns]  cells after the start
after global routing  flop1.Q[32]  sel       -0.17                      2
after CTS             flop1.Q[32]  sel       -0.15                      2
final                 flop1.Q[32]  sel       -0.11                      2
## repair_timing
action                     in CTS  in global routing
buffers inserted                3                  0
resized                        41                  0
setup endpoints to repair      35                  2
hold endpoints to repair       66                 66
pin swaps                       2                  0
## layout make-up
class | count | share of cell area
clock inverter | 6 | 0.03388
clock buffer | 10 | 0.05176
multi-input combinational | 2 | 0.006118
tap | 70 | 0.03294
timing repair buffer | 73 | 0.2541
sequential | 66 | 0.6212
## worst max-delay path, stage by stage, from the launching register on
cell and delay (ns):
dfrtp_1 0.38, or3_1 0.34, buf_2 0.11
## power breakdown
part           total [W]  internal, W  leakage, nW  switching, W
Sequential       0.00218      0.00216        0.769     0.0000237
Combinational   0.000207     0.000148        0.343     0.0000595
Clock            0.00187      0.00113        0.112      0.000733
Total            0.00425      0.00344         1.22      0.000816
## logic make-up (layout without fill, tap and decap cells)
family | after synthesis | in the layout | synth area share
buffers and inverters | 0 | 89 | 0
flip-flops | 66 | 66 | 0.9932
AND/OR/NAND/NOR | 2 | 2 | 0.006772
## registers in the layout, summed over array words and instances (netlist names)
register,flops
flop1.Q,33
flop2.Q,33
No activity file was given, so power comes from the tool's default toggle rates.
