==> design.v <==
`timescale 1ns / 1ps
module alu_decoder (
    input            opb5,
    input [2:0]      funct3,
    input            funct7b5,
    input [1:0]      ALUOp,
    output reg [3:0] ALUControl
);
always @(*) begin
    case (ALUOp)
        2'b00: ALUControl = 4'b0000;              
        2'b01: ALUControl = 4'b0001;              
        default:
            case (funct3)  
                3'b000: begin
                    if   (funct7b5 & opb5) ALUControl = 4'b0001;  
                    else ALUControl = 4'b0000;  
                end
                3'b001:  ALUControl = 4'b0100;  
                3'b010:  ALUControl = 4'b0101;  
                3'b011:  ALUControl = 4'b0101;  
                3'b100:  ALUControl = 4'b0110;  
                3'b101: begin
                    if (funct7b5) ALUControl = 4'b0111;  
                    else ALUControl = 4'b1000;           
                end
                3'b110:  ALUControl = 4'b0011;  
                3'b111:  ALUControl = 4'b0010;  
                default: ALUControl = 4'bxxxx;  
            endcase
    endcase
end
endmodule
module main_decoder (
    input  [6:0] op,
    input  [2:0] funct3,
    output [1:0] ResultSrc,
    output       MemWrite, Branch, ALUR31, ALUSrc,
    output       RegWrite, Zero, Jump, Jalr,
    output reg   Take_Branch,
    output [1:0] ImmSrc,
    output [1:0] ALUOp, Store,
    output [2:0] Load
);
reg [16:0] controls;
always @(*) begin
    case (op)
        7'b0000011: begin
                        case (funct3)
                        3'b000: controls = 17'b1_00_1_0_01_0_00_0_00_000_0;  
                        3'b001: controls = 17'b1_00_1_0_01_0_00_0_00_001_0;  
                        3'b010: controls = 17'b1_00_1_0_01_0_00_0_00_010_0;  
                        3'b100: controls = 17'b1_00_1_0_01_0_00_0_00_011_0;  
                        3'b101: controls = 17'b1_00_1_0_01_0_00_0_00_100_0;  
                        endcase
                    end
        7'b0100011: begin
                        case (funct3)
                        3'b000: controls = 17'b0_01_1_1_00_0_00_0_00_000_0;  
                        3'b001: controls = 17'b0_01_1_1_00_0_00_0_01_000_0;  
                        3'b010: controls = 17'b0_01_1_1_00_0_00_0_10_000_0;  
                        endcase
                    end
        7'b0110011: controls = 17'b1_xx_0_0_00_0_10_0_00_010_0;  
        7'b1100011: controls = 17'b0_10_0_0_00_1_01_0_00_010_0;  
        7'b0010011: controls = 17'b1_00_1_0_00_0_10_0_00_010_0;  
        7'b1100111: controls = 17'b1_00_1_0_10_0_00_0_00_010_1;  
        7'b1101111: controls = 17'b1_11_0_0_10_0_00_1_00_010_0;  
        7'b0010111: controls = 17'b1_xx_x_0_11_0_00_0_00_010_0;  
        7'b0110111: controls = 17'b1_xx_x_0_11_0_00_0_00_010_0;  
        default:    controls = 17'bx_xx_x_x_xx_x_xx_x_xx_xxx_x;  
    endcase
    Take_Branch = 0;
    if (Branch) begin
        case (funct3)
            3'b000:  Take_Branch = Zero;
            3'b001:  Take_Branch = ~Zero;
            3'b100:  Take_Branch = ALUR31;
            3'b101:  Take_Branch = !ALUR31;
            default: Take_Branch = 0;
        endcase
    end
end
assign {RegWrite, ImmSrc, ALUSrc, MemWrite, ResultSrc, Branch, ALUOp, Jump, Store, Load, Jalr} = controls;
endmodule
module controller (
    input [6:0]  op,
    input [2:0]  funct3,
    input        funct7b5,
    input        Zero, ALUR31,
    output [1:0] ResultSrc,
    output       MemWrite,
    output       PCSrc, Jalr, ALUSrc,
    output       RegWrite, Op5,
    output [1:0] ImmSrc, Store,
    output [2:0] Load,
    output [3:0] ALUControl
);
wire [1:0] ALUOp;
wire       Branch, Jump, Take_Branch;
main_decoder    md (op, funct3, ResultSrc, MemWrite, Branch, ALUR31,
                    ALUSrc, RegWrite, Zero, Jump, Jalr, Take_Branch,
                    ImmSrc, ALUOp, Store, Load);
alu_decoder     ad (op[5], funct3, funct7b5, ALUOp, ALUControl);
assign PCSrc = (Branch & Take_Branch) | Jump;
assign Op5 = op[5];
endmodule
`timescale 1ns / 1ps
module store_extend (
    input   [31:0] y,
    input   [1:0] sel,
    output reg [31:0] data
);
always @(*) begin
    case(sel)
        2'b00: data = y;
        2'b01: data = {24'b0, y[7:0]};
        2'b10: data = {16'b0, y[15:0]};
        default: data = y;
    endcase
end
endmodule
module reg_file #(parameter DATA_WIDTH = 32) (
    input       clk,
    input       wr_en,
    input       [4:0] rd_addr1, rd_addr2, wr_addr,
    input       [DATA_WIDTH-1:0] wr_data,
    output      [DATA_WIDTH-1:0] rd_data1, rd_data2
);
reg [DATA_WIDTH-1:0] reg_file_arr [0:31];
integer i;
initial begin
    for (i = 0; i < 32; i = i + 1) begin
        reg_file_arr[i] = 0;
    end
end
always @(posedge clk) begin
    if (wr_en) reg_file_arr[wr_addr] <= wr_data;
end
assign rd_data1 = ( rd_addr1 != 0 ) ? reg_file_arr[rd_addr1] : 0;
assign rd_data2 = ( rd_addr2 != 0 ) ? reg_file_arr[rd_addr2] : 0;
endmodule
module mux4 #(parameter WIDTH = 8) (
    input       [WIDTH-1:0] d0, d1, d2, d3,
    input       [1:0] sel,
    output      [WIDTH-1:0] y
);
assign y = sel[1] ? (sel[0] ? d3 : d2) : (sel[0] ? d1 : d0);
endmodule
module reset_ff #(parameter WIDTH = 8) (
    input       clk, rst,
    input       [WIDTH-1:0] d,
    output reg  [WIDTH-1:0] q
);
always @(posedge clk or posedge rst) begin
    if (rst) q <= 0;
    else     q <= d;
end
endmodule
module mux2 #(parameter WIDTH = 8) (
    input       [WIDTH-1:0] d0, d1,
    input       sel,
    output      [WIDTH-1:0] y
);
assign y = sel ? d1 : d0;
endmodule
module load_extend (
    input [31:0] y,
    input [ 2:0] sel,
    output reg [31:0] data
);
always @(*) begin
    case (sel)
    3'b000: data = {{24{y[7]}}, y[7:0]};
    3'b001: data = {{16{y[15]}}, y[15:0]};
    3'b010: data = y;
    3'b011: data = {24'b0, y[7:0]};
    3'b100: data = {16'b0, y[15:0]};
    default: data = y;
    endcase
end
endmodule
module imm_extend (
    input  [31:7]     instr,
    input  [ 1:0]     immsrc,
    output reg [31:0] immext
);
always @(*) begin
    case(immsrc)
        2'b00:   immext = {{20{instr[31]}}, instr[31:20]};
        2'b01:   immext = {{20{instr[31]}}, instr[31:25], instr[11:7]};
        2'b10:   immext = {{20{instr[31]}}, instr[7], instr[30:25], instr[11:8], 1'b0};
        2'b11:   immext = {{12{instr[31]}}, instr[19:12], instr[20], instr[30:21], 1'b0};
        default: immext = 32'bx;  
    endcase
end
endmodule
module adder #(parameter WIDTH = 32) (
    input       [WIDTH-1:0] a, b,
    output      [WIDTH-1:0] sum
);
assign sum = a + b;
endmodule
module alu #(parameter WIDTH = 32) (
    input       [WIDTH-1:0] a, b,        
    input       [3:0] alu_ctrl,          
    output reg  [WIDTH-1:0] alu_out,     
    output      zero                     
);
always @(a, b, alu_ctrl) begin
    case (alu_ctrl)
        4'b0000: alu_out <= a + b;        
        4'b0001: alu_out <= a + ~b + 1;   
        4'b0010: alu_out <= a & b;        
        4'b0011: alu_out <= a | b;        
        4'b0100: alu_out <= a << b[4:0];  
        4'b0101: begin                    
                    if (a[31] != b[31]) alu_out <= a[31] ? 0 : 1;
                    else alu_out <= a < b ? 1 : 0;
                end
        4'b0110: alu_out <= a ^ b;          
        4'b0111: alu_out <= a >> b[4:0];    
        4'b1000: alu_out <= a >>> b[4:0];   
        default: alu_out = 0;
    endcase
end
assign zero = (alu_out == 0) ? 1'b1 : 1'b0;
endmodule
module datapath (
    input         clk, reset,
    input   [1:0] ResultSrc,
    input         PCSrc, Jalr, ALUSrc,
    input         RegWrite, Op5,
    input   [1:0] ImmSrc, Store,
    input   [2:0] Load,
    input   [3:0] ALUControl,
    output        Zero, ALUR31,
    output [31:0] PC,
    input  [31:0] Instr,
    output [31:0] Mem_WrAddr, Mem_WrData,
    input  [31:0] ReadData
);
wire [31:0] PCNext, PCNextJalr, PCPlus4, PCTarget;
wire [31:0] ImmExt, SrcA, SrcB, Result, WriteData, ALUResult;
wire [31:0] ReadDataMem, AUIPc, URd;
reset_ff #(32)  pcreg (clk, reset, PCNextJalr, PC);
adder           pcadd4 (PC, 32'd4, PCPlus4);
adder           pcaddbranch (PC, ImmExt, PCTarget);
mux2 #(32)      pcjalrmux(PCNext, ALUResult, Jalr, PCNextJalr);
mux2 #(32)      pcmux (PCPlus4, PCTarget, PCSrc, PCNext);
reg_file       rf (clk, RegWrite, Instr[19:15], Instr[24:20], Instr[11:7], Result, SrcA, WriteData);
imm_extend    ext (Instr[31:7], ImmSrc, ImmExt);
mux2 #(32)     srcbmux (WriteData, ImmExt, ALUSrc, SrcB);
alu            alu (SrcA, SrcB, ALUControl, ALUResult, Zero);
load_extend     ldextd (ReadData, Load, ReadDataMem);
adder       auipcadd  (PC, {Instr[31:12], 12'b0}, AUIPc);
mux2 #(32)  luipcmux  (AUIPc, {Instr[31:12], 12'b0}, Op5, URd);
mux4 #(32)  resultmux (ALUResult, ReadDataMem, PCPlus4, URd, ResultSrc, Result);
store_extend strextd (WriteData, Store, Mem_WrData);
assign Mem_WrAddr = ALUResult;
assign ALUR31 = ALUResult[31];
endmodule
`timescale 1ns / 1ps
module risc_cpu (
    input         clk, reset,
    output [31:0] PC,
    input  [31:0] Instr,
    output        MemWrite,
    output [31:0] Mem_WrAddr, Mem_WrData,
    input  [31:0] ReadData
);
wire       ALUSrc, RegWrite, Zero, ALUR31;
wire       PCSrc, Jalr, Jump, Op5;
wire [1:0] ResultSrc, ImmSrc, Store;
wire [3:0] ALUControl;
wire [2:0] Load;
controller  c  (Instr[6:0], Instr[14:12], Instr[30], Zero, ALUR31,
                ResultSrc, MemWrite, PCSrc, Jalr, ALUSrc, RegWrite,
                Op5, ImmSrc, Store, Load, ALUControl);
datapath    dp (clk, reset, ResultSrc, PCSrc, Jalr, ALUSrc, RegWrite,
                Op5, ImmSrc, Store, Load, ALUControl, Zero, ALUR31, PC,
                Instr, Mem_WrAddr, Mem_WrData, ReadData);
endmodule
==> run.sh <==
#!/bin/bash
# OpenROAD 26Q1-2900-gdf79404cd8, Yosys 0.63+post, stock flow scripts
make -C /OpenROAD-flow-scripts/flow DESIGN_CONFIG=/design/flow/config.mk WORK_HOME=/design/flow/orfs finish
==> config.mk <==
export PLATFORM = sky130hd
export DESIGN_NAME = risc_cpu
export DESIGN_NICKNAME = risc_cpu
export VERILOG_FILES = /design/flow/design.v
export SDC_FILE = /design/flow/constraint.sdc
export NUM_CORES = 4
export LEC_CHECK = 1
export CORE_UTILIZATION = 50
==> constraint.sdc <==
current_design risc_cpu

set clk_period 29.2
set clk_io_pct 0.2

create_clock -name clk0 -period $clk_period [get_ports {clk}]

set non_clock_inputs [all_inputs -no_clocks]
set_input_delay [expr $clk_period * $clk_io_pct] -clock clk0 $non_clock_inputs
set_output_delay [expr $clk_period * $clk_io_pct] -clock clk0 [all_outputs]
==> flow_summary.json <==
{
  "drtAntennaViolNets": 0,
  "num_vias": 47500,
  "setup_viol": 0,
  "root_buffer": "clkbuf_16",
  "cts.htree.levels": 3,
  "untimed_endpoints": 17,
  "core_area_um2": 124000,
  "grt_pass1_wl_um": 368000,
  "crit_required_ns": 23.36,
  "crit_type": "in -> out",
  "rsz0062_at_grt": "false",
  "fin_util_pct": 57.2,
  "area_growth_pct": 12.9,
  "firstDrtPassIters": 8,
  "critical_path.slowest_cell": "buf_4",
  "drc": 0,
  "die_h_um": 357,
  "min_period_over_period_pct": 73.1,
  "cts.path.max_buffers": 3,
  "synth_stat.cells": 4841,
  "grt_pass1_vias": 48900,
  "use_met3_pct": 32.4,
  "synthesis.area_um2": 63000,
  "slew_headroom_pct": 28.4,
  "total_power_mw": 4.16,
  "drive_gt1_share_pct": 20.3,
  "dieArea_um2": 127000,
  "fin_setup_tns_ns": 0,
  "gr-max-usage-layer": "met2",
  "synth-edff-count": 1024,
  "hold_path_class": "reg -> reg",
  "grt_max_degree": 58,
  "postCtsSetupBuffers": 0,
  "skew_ns": 0.0900,
  "antenna_found_initial": 12,
  "cts_tree": "yes",
  "synth.avg_cell_area_um2": 13.0,
  "grt_use_met2_pct": 60.4,
  "powerDensity_nw_per_um2": 58.5,
  "ys_types": 106,
  "unclocked_pins": 16,
  "slew_violations": 0,
  "pre_cts_slack_ns": 8.00,
  "gp_congestion": 1.08,
  "ir_worst_vdd_uv": 54.5,
  "critPathCaptureType": "primary output",
  "die_x_um": 357,
  "power_leakage_nw": 24.8,
  "ys_area_um2": 63000,
  "cts-hold-fix-buffers": 0,
  "wl_per_cell_um": 38.9,
  "setup_ws_ns": 7.85,
  "synthArstFlopShare_pct": 2.99,
  "ff_type": "edfxtp_1",
  "io_pins": 163,
  "numSynthFlops": 1072,
  "grt_util_met1_pct": 57.9,
  "hold_viol": 0,
  "crit_arrival_ns": 15.51,
  "cpMostUsedCell": "buf_4",
  "core.rowCount": 129,
  "drt_iter0_markers": 4502,
  "cts_made_buffers": 110,
  "wirelength_um": 263000,
  "worst_slew_pin_slew_ns": 1.05,
  "crit_chain": "buf_8 -> buf_4 -> buf_4 -> buf_4 -> buf_4 -> mux4_2 -> mux4_2 -> o211ai_1 -> o21ai_0 -> ha_1 -> inv_1 -> a221oi_2 -> o22ai_1 -> a2111oi_2 -> o311a_1 -> o21ai_1 -> nand2_1 -> nand2_1 -> a211oi_1 -> o221ai_1 -> a211oi_1 -> inv_1 -> clkdlybuf4s50_1",
  "vias_per_cell": 7.03,
  "clk_latency_ns": 0.77,
  "outcome": "finished clean",
  "clkSlewWorstSetupHoldPaths_ns": 0.06,
  "yosysWarnings": 8,
  "port_buffers": 162,
  "worstSetupStartpointType": "input port",
  "initial_utilization_pct": 50.7,
  "gr-total-overflow": 0,
  "final.min_clock_period_ns": 21.35,
  "dp_hpwl_um": 178000,
  "critical_path.max_stage_delay_ns": 0.67,
  "crit_fanout": 50,
  "syn_inst": 4841,
  "warnings": 96,
  "grtUsageTotal_pct": 45.5,
  "max_freq_ghz": 0.0468,
  "cap_violations": 0,
  "cts.repair.resized": 0,
  "holdWs_ns": 0.710
}
sequential cells by signal, summed over array words and instances (netlist names):
name,cells
c.md.controls,16
dp.pcreg.q,32
dp.rf.reg_file_arr,1024
worst max-delay path, delay by kind of cell:
kind,cells,cell delay (ns)
AND-OR/OR-AND,10,3.96
adder cells (fa/ha/maj),1,0.46
buffers and inverters,8,3.79
multiplexers,2,1.10
AND/OR/NAND/NOR,2,0.16
worst paths after layout:
check / startpoint / end / slack [ns] / depth (start not counted)
hold / removal: dp.pcreg.q[1] / dp.pcreg.q[1] / 0.71 / 2
setup / recovery: Instr[20] / Mem_WrAddr[31] / 7.85 / 23
max in group asynchronous: reset / dp.pcreg.q[5] / 23.26 / 3
min in group asynchronous: reset / dp.pcreg.q[18] / 5.52 / 3
setup reg to reg: dp.rf.reg_file_arr[6][0] / dp.pcreg.q[31] / 19.93 / 26
hold reg to reg: dp.pcreg.q[1] / dp.pcreg.q[1] / 0.71 / 2
cells in the final DEF, fill, tap and decap left out, types with 33 or more instances in the layout:
cell             instances
o221ai_1                35
a211oi_1                40
a221oi_1                46
edfxtp_1              1024
clkdlybuf4s50_1        151
o21ai_0                168
o211ai_1                44
mux2i_1                377
nor2b_1                 40
mux2_2                  85
nand3_1                121
nor3_1                  88
clkbuf_16              111
o22ai_1                 86
inv_1                  144
mux4_2                 376
xnor2_1                 48
buf_4                  249
a21oi_1                209
nor2_1                 306
ha_1                   154
nand2_1                254
nor2_4                  33
a21o_1                  37
a22oi_1                132
synthesized netlist by cell type (18+ instances only):
library cell	instances	share of area (%)
xor2_1	28	0.39
inv_1	144	0.86
a21o_1	37	0.44
buf_6	25	0.45
o31ai_1	18	0.21
ha_1	154	3.1
o21ai_0	170	1.4
mux4_2	376	13
xnor2_1	48	0.67
or3_1	23	0.23
a211o_1	21	0.29
nor3_1	94	0.75
nand2b_1	24	0.24
buf_4	33	0.39
nand2_1	254	1.5
a221oi_1	50	0.70
o221ai_1	36	0.50
o22ai_1	86	0.85
and3_1	24	0.24
buf_2	64	0.51
mux2_2	85	1.5
a22oi_1	132	1.6
a21oi_1	215	1.7
nor2b_1	46	0.46
nor2_1	342	2.0
o22a_1	28	0.39
buf_1	43	0.26
o211ai_1	44	0.52
a211oi_1	45	0.54
nand3_1	121	0.96
clkbuf_1	177	1.1
a31oi_1	21	0.21
nand4_1	22	0.22
dfrtp_1	32	1.3
mux2i_1	378	6.0
nor4_1	24	0.24
edfxtp_1	1024	49
power breakdown:
part / leakage [nW] / switching, mW / total (mW) / internal, mW
clock: 1.83 / 0.616 / 1.47 / 0.849
sequential: 9.76 / 0.0383 / 1.73 / 1.69
combinational: 13.3 / 0.600 / 0.966 / 0.365
total: 24.8 / 1.25 / 4.16 / 2.91
area by class of cell:
type / count / area [um2]
fillers: 9980 / 53200
flip-flops and latches: 1072 / 31800
multi-input cells: 3271 / 29400
repair buffers: 408 / 3470
clock buffers: 123 / 2820
well taps: 1637 / 2050
clock inverters: 79 / 946
inverters: 154 / 581
diodes: 3 / 7.51
per-layer routing:
metal / up-vias / part of all wire (%) / routed length [um]
met5: - / 0.35 / 921
met4: 38 / 6.6 / 17300
met3: 730 / 18 / 47200
met2: 3695 / 42 / 111000
met1: 23200 / 33 / 86000
li1: 19800 / - / -
stage by stage:
stage          area (um2)  cells
2_1_floorplan       63000   4841
3_3_place_gp        67300   6542
3_5_place_dp        67300   6542
4_1_cts             71100   6744
5_1_grt             71100   6744
6_report            71100   6747
cell families after synthesis:
kind of cell | after synthesis | share of synthesized area [%]
mux | 844 | 21.1
fa+ha+maj | 158 | 3.19
buf+inv | 498 | 3.61
flops | 1056 | 50.1
simple gates | 1083 | 8.27
compound gates | 1110 | 12.3
xor+xnor | 76 | 1.06
latches | 16 | 0.381
No activity file was given, so power comes from the tool's default toggle rates.
