==> flow/design.v <==
`timescale 1ns / 1ps
module data_mem #(parameter DATA_WIDTH = 32, ADDR_WIDTH = 32, MEM_SIZE = 64) (
    input       clk, wr_en,
    input       [ADDR_WIDTH-1:0] wr_addr, wr_data,
    output      [DATA_WIDTH-1:0] rd_data_mem
);
reg [DATA_WIDTH-1:0] data_ram [0:MEM_SIZE-1];
assign rd_data_mem = data_ram[wr_addr[DATA_WIDTH-1:2] % 64];
always @(posedge clk) begin
    if (wr_en) data_ram[wr_addr[DATA_WIDTH-1:2] % 64] <= wr_data;
end
endmodule
==> flow/run.sh <==
#!/bin/bash
# OpenROAD 26Q1-2900-gdf79404cd8, Yosys 0.63+post, stock flow scripts
make -C /OpenROAD-flow-scripts/flow DESIGN_CONFIG=/design/flow/config.mk WORK_HOME=/design/flow/orfs finish
==> flow/config.mk <==
export PLATFORM = sky130hd
export DESIGN_NAME = data_mem
export DESIGN_NICKNAME = data_mem
export VERILOG_FILES = /design/flow/design.v
export SDC_FILE = /design/flow/constraint.sdc
export NUM_CORES = 4
export LEC_CHECK = 1
export CORE_UTILIZATION = 30
==> flow/constraint.sdc <==
current_design data_mem

set clk_period 53.6
set clk_io_pct 0.2

create_clock -name clk0 -period $clk_period [get_ports {clk}]

set non_clock_inputs [all_inputs -no_clocks]
set_input_delay [expr $clk_period * $clk_io_pct] -clock clk0 $non_clock_inputs
set_output_delay [expr $clk_period * $clk_io_pct] -clock clk0 [all_outputs]
==> reports/qor.log <==
qor: finish.fillerInstances 23,700
qor: pwr.power_switching 0.683 mW
qor: grt.largest_net_degree_at_the_start_of_global_routing 78
qor: grt.antenna_found_initial 6
qor: pwr.post-layout-total-power 3.24 mW
qor: detailed_routing.first_pass_iters 8
qor: synth.yosys_cells 4,207
qor: setup_path.critPathSlowestCell sky130_fd_sc_hd__a2111oi_0
qor: placed_design.detailed_place_hpwl 116 mm
qor: synth.synth-edff-count 2,048
qor: floorplan.chipArea 0.263 mm^2
qor: pwr.internal_power 2.56 mW
qor: detailed_routing.via_density 5.23
qor: sta.final-hold-violation-count 0
qor: pwr.power.share.switching 21.1%
qor: sta.report.final.setup_viol 0
qor: hold_path.hold_path_class in2reg
qor: cts.cts_repair_resize_count 0
qor: hold_path.holdCritStartpoint wr_data[15]
qor: hold_path.hold_path_depth 1
qor: grt.grtUsageTotal 16.7%
qor: finish.syn2layout_area_growth 14.7%
qor: pwr.ir_drop 0.0323 mV
qor: setup_path.end_kind output port
qor: grt.grt_overflow_total 0
qor: synth.ff_type sky130_fd_sc_hd__edfxtp_1
qor: cts.cts-root-buf sky130_fd_sc_hd__clkbuf_16
qor: finish.largest_register_ff_count 2,048
qor: synth.yosys_warnings 1
qor: placed_design.portbufs 71
qor: pwr.power.density 36.1 mW/mm^2
qor: setup_path.worst_setup_path_startpoint wr_addr[4]
qor: sta.finalClockPeriodUsage 50.2%
qor: run.warnings 52
qor: cts.htreeDepth 4
qor: pwr.pwr-share-clk 39.9%
qor: hold_path.hold-path-endpoint data_ram[43][15]
qor: cts.tritoncts_buffers 191
qor: cts.worst_setup_hold_path_clk_slew 0.06 ns
qor: synth.syn-cell-area 0.0783 mm^2
qor: status.outcome complete, no violations
qor: cts.cts_tree built
qor: synth.synthDistinctLibCells 55
qor: detailed_routing.drt.antenna.violating_nets 0
qor: cts.clock_sinks 2,048
qor: run.drv.max_cap_violation_count 0
qor: setup_path.cp_data_arrival_time 16.20 ns
qor: synth.flip_flop_and_latch_count_after_synthesis 2,048
qor: floorplan.placementRows 187
qor: synth.ys_area 0.0783 mm^2
qor: sta.timing.fmax 0.0372 GHz
qor: setup_path.timing.setup.critical_path_class in2out
qor: floorplan.chipHeight 513 um
qor: floorplan.die_w 513 um
qor: setup_path.critical_path.max_fanout 47
qor: sta.rsz0062_at_grt no
qor: detailed_routing.drt-total-wl 207 mm
qor: setup_path.critical_path_required 42.88 ns
qor: cts.cts.repair_timing.setup_buffer_count 0
qor: setup_path.critPathMaxStageDelay 0.70 ns
qor: synth.synth.yosys.seq_area_share 78.6%
qor: detailed_routing.average_wire_per_standard_cell 26.1 um
qor: finish.share_of_post_route_cells_with_drive_strength_above_1 17.9%
qor: grt.number_of_global_route_vias_before_repair 43,500
qor: pwr.combinational_share_of_power 5.4%
qor: grt.global_route_wire_length_before_repair 299 mm
qor: finish.sequential_cell_area 0.0615 mm^2
qor: finish.area.combinational 0.0160 mm^2
qor: detailed_routing.dr_iter_0_viols 2,789
qor: floorplan.core-area 0.259 mm^2
qor: placed_design.place.gp.congestion 0.872
qor: pwr.cellLeakagePower 28.1 nW
qor: cts.clockBufferDepth 3
qor: setup_path.worst_setup_path_start_kind input pin
qor: detailed_routing.drc_errors 0
qor: setup_path.worst_path_most_repeated_cell sky130_fd_sc_hd__buf_4
qor: sta.timing.final.crit_period 26.92 ns
qor: detailed_routing.route.vias.total 41,400
qor: sta.max-slew-margin-rel 31.4%
qor: sta.maxSlewViolCount 0
qor: floorplan.fp-utilization 30.2%
qor: cts.cts-hold-fix-buffers 0
qor: floorplan.ioPinCount 98
qor: synth.async_set_or_reset_flop_fraction_in_the_synthesized_netlist 0%
qor: sta.worst_pin_slew 1.00 ns
qor: synth.cell_count_after_synthesis 4,207
qor: pwr.power.share.sequential 54.7%
qor: synth.syn_area_per_cell 18.6 um^2
qor: setup_path.cp_cell_sequence buf_8, buf_4, buf_4, buf_4, buf_4, mux4_2, mux2i_1, nor2_1, a2111oi_0, nand3_1, clkdlybuf4s50_1
qor: sta.timing.setup.tns 0 ns
## critical path: cells and delay by family
| family | cells | cell delay (ns) |
|---|---|---|
| compound gates | 1 | 0.70 |
| buf+inv | 6 | 3.29 |
| simple gates | 2 | 0.66 |
| mux | 2 | 0.68 |
## how the worst max path moves through the flow
stage	endpoint	slack [ns]	cells past startpoint
6_report	rd_data_mem[6]	26.68	11
5_1_grt	rd_data_mem[6]	26.35	11
4_1_cts	rd_data_mem[6]	26.62	11
## layout by cell type, fill, tap and decap left out, types with 14 or more instances in the layout
cell / Yosys / layout
sky130_fd_sc_hd__edfxtp_1: 2048 / 2048
sky130_fd_sc_hd__mux2i_1: 259 / 259
sky130_fd_sc_hd__clkbuf_16: 0 / 198
sky130_fd_sc_hd__buf_4: 8 / 193
sky130_fd_sc_hd__a22oi_1: 188 / 188
sky130_fd_sc_hd__a221oi_1: 175 / 175
sky130_fd_sc_hd__mux2_2: 147 / 147
sky130_fd_sc_hd__a21oi_1: 121 / 121
sky130_fd_sc_hd__mux4_2: 96 / 96
sky130_fd_sc_hd__o22ai_1: 93 / 93
sky130_fd_sc_hd__and3_1: 85 / 85
sky130_fd_sc_hd__o21ai_0: 84 / 84
sky130_fd_sc_hd__nor2_1: 145 / 77
sky130_fd_sc_hd__o22a_1: 70 / 70
sky130_fd_sc_hd__nor2_4: 0 / 67
sky130_fd_sc_hd__a22o_1: 66 / 66
sky130_fd_sc_hd__clkbuf_1: 168 / 57
sky130_fd_sc_hd__nand3_1: 54 / 53
sky130_fd_sc_hd__a31oi_1: 43 / 43
sky130_fd_sc_hd__clkinv_1: 0 / 39
sky130_fd_sc_hd__clkdlybuf4s50_1: 0 / 36
sky130_fd_sc_hd__buf_2: 83 / 32
sky130_fd_sc_hd__nand2_1: 28 / 27
sky130_fd_sc_hd__clkinv_2: 0 / 24
sky130_fd_sc_hd__nor3_1: 22 / 19
sky130_fd_sc_hd__a211oi_1: 17 / 17
sky130_fd_sc_hd__a222oi_1: 16 / 16
sky130_fd_sc_hd__nand2b_1: 18 / 15
sky130_fd_sc_hd__o2bb2ai_1: 15 / 15
sky130_fd_sc_hd__a221o_1: 15 / 15
sky130_fd_sc_hd__or4_1: 15 / 15
sky130_fd_sc_hd__or4b_1: 14 / 14
sky130_fd_sc_hd__nor4_1: 14 / 14
## cells in the mapped netlist (70+ instances only)
| master | count | area share, % |
|---|---|---|
| sky130_fd_sc_hd__and3_1 | 85 | 0.68 |
| sky130_fd_sc_hd__mux2_2 | 147 | 2.1 |
| sky130_fd_sc_hd__a22oi_1 | 188 | 1.8 |
| sky130_fd_sc_hd__o22a_1 | 70 | 0.78 |
| sky130_fd_sc_hd__o21ai_0 | 84 | 0.54 |
| sky130_fd_sc_hd__nor2_1 | 145 | 0.70 |
| sky130_fd_sc_hd__mux2i_1 | 259 | 3.3 |
| sky130_fd_sc_hd__a21oi_1 | 121 | 0.77 |
| sky130_fd_sc_hd__clkbuf_1 | 168 | 0.81 |
| sky130_fd_sc_hd__a221oi_1 | 175 | 2.0 |
| sky130_fd_sc_hd__mux4_2 | 96 | 2.8 |
| sky130_fd_sc_hd__o22ai_1 | 93 | 0.74 |
| sky130_fd_sc_hd__buf_2 | 83 | 0.53 |
| sky130_fd_sc_hd__edfxtp_1 | 2048 | 79 |
## per-stage QoR
step	util (%)	setup slack, ns	std cells	instance area [um^2]	hold slack (ns)
2_1_floorplan	-	30.05	4207	78300	10.82
3_3_place_gp	32.3	26.62	7576	83800	10.99
3_5_place_dp	32.3	26.62	7576	83800	10.99
4_1_cts	34.6	26.62	7919	89800	10.12
5_1_grt	34.6	26.35	7919	89800	10.13
6_report	34.6	26.68	7921	89800	10.18
## power groups by stage
stage | registers [mW] | logic (mW) | clock network [mW]
4_1_cts | 1.78 | 0.176 | 1.32
5_1_grt | 1.78 | 0.188 | 1.38
6_report | 1.78 | 0.174 | 1.29
## layer usage
| layer | GRT usage [%] | routed length (um) | vias up | part of all wire (%) |
|---|---|---|---|---|
| li1 | - | - | 17900 | - |
| met1 | 19.4 | 72000 | 20700 | 35 |
| met2 | 24.9 | 95300 | 2491 | 46 |
| met3 | 12.2 | 32700 | 333 | 16 |
| met4 | 4.23 | 6310 | 10 | 3.1 |
| met5 | 0.475 | 185 | - | 0.090 |
## logic make-up (layout without fill, tap and decap cells)
| group | after synthesis | after routing | synth area share [%] |
|---|---|---|---|
| compound gates | 933 | 933 | 8.73 |
| buf+inv | 300 | 610 | 1.70 |
| flops | 2048 | 2048 | 78.6 |
| mux | 502 | 502 | 8.19 |
| other cells | 0 | 2 | 0 |
| simple gates | 424 | 424 | 2.83 |
## area by class of cell
type,instances,area share [%]
diodes,2,0.00558
clock buffers,255,5.76
clock inverters,88,0.831
inverters,2,0.0167
multi-input cells,1859,17.9
flip-flops and latches,2048,68.5
well taps,3402,4.74
repair buffers,265,2.27
Power is estimated from default activity; no workload was simulated.
